## flow/design.v

```verilog
`timescale 1 ns / 1 ps
module execution_unit(ld,write,enable_alu,en_Memory,addr,indata,outdata,fn_sel,flag_register);
input ld,write,enable_alu,en_Memory;
input [7:0] indata;												 
wire [7:0] Databus;												 
input [2:0] addr;												 
reg [7:0] mem_value;
output reg [3:0] flag_register = 0;
reg [8:0] output9bit=0;										 
output [7:0] outdata;
reg [7:0] Memory [0:5];										 
input [2:0] fn_sel;											 
assign outdata = mem_value;
assign Databus = ld ? indata : mem_value;						 
always @(*)
begin
if (en_Memory)
    begin
		if (write) 
		Memory [addr] <= Databus;	 
		else 
        mem_value <= Memory [addr];		 
    end
if(enable_alu)
begin
case(fn_sel)
	3'b000: begin  				 
			output9bit = Memory [0]+Memory [1];
			Memory [0] = output9bit [7:0];				 
			flag_register [3] = output9bit [8];
			if (Memory [0] == 8'b00000000)
			flag_register [0] = 1; 
			else 
			flag_register [0] = 0;
			end
	3'b001: begin  				 
			output9bit  = Memory [0]-Memory [1];
			Memory [0] = output9bit [7:0];
		    flag_register [3] = output9bit [8]; 
			if (Memory [0] == 8'b00000000)
			flag_register [0] = 1;
			else 
			flag_register [0] = 0;
			end
	3'b010: begin  				 
			 Memory [0] = Memory [0]&Memory [1];
			 if (Memory [0] == 8'b00000000)
			 flag_register [0] = 1;
			 else 
			 flag_register [0] = 0;
			 end
	3'b011: begin     			 
	         Memory [0] = Memory [0]|Memory [1];
			 if (Memory [0] == 8'b00000000)
			 flag_register [0] = 1;
			 else 
			 flag_register [0] = 0;
			 end
	3'b100: begin     			 
			 flag_register [2] = Memory [0] [7];	 
			 Memory [0] = Memory [0]<<1;
			 if (Memory [0] == 8'b00000000)
			 flag_register [0] = 1;
			 else 
			 flag_register [0] = 0;
			 end
	3'b101: begin          		 
			 flag_register [2] = Memory [0] [0];
			 Memory [0] = Memory [0]>>1;
			 if (Memory [0] == 8'b00000000)
			 flag_register [0] = 1;
			 else 
			 flag_register [0] = 0;
			 end
	3'b110: begin                
			 output9bit  = Memory [1]-Memory [0];
			 flag_register [1] = output9bit [8];			 
			 if (output9bit == 9'b000000000)
			 flag_register [0] = 1;
			 else 
			 flag_register [0] = 0;
			 end
	3'b111: begin  				 
			 output9bit = Memory [0] + 1;
			 flag_register [3] = output9bit [8];
			 Memory [0] = output9bit [7:0];
			 if (Memory [0] == 0)
			 flag_register [0] = 1;
			 else
			 flag_register [0] = 0;
			 end
endcase
end 
end
endmodule
module instruction_decoder(instructions,op1,op2,op3,data,opcode,ram_address);
input [30:0] instructions;
output [2:0] op1,op2,op3;
output [7:0] data;
output [3:0] opcode;
output [9:0] ram_address;
assign ram_address = instructions [30:21];
assign data = instructions [20:13];
assign op1 = instructions [12:10];
assign op2 = instructions [9:7];
assign op3 = instructions [6:4];
assign opcode = instructions [3:0];
endmodule
module eucl(clock,op1,op2,op3,data,opcode,dataout,p_c,output_pc,en_ram,wram,str,load_ram);
input [7:0] p_c;											 
input [2:0] op1,op2,op3;									 
input [3:0] opcode;
output [7:0] output_pc;										 
input [7:0] data;
wire [3:0] flag;
output reg en_ram,wram,str,load_ram;
reg [7:0] branch;
reg p_c_val,check_branch; 
input clock;
output [7:0] dataout;
reg ld,write,enable_alu,en_Memory;
reg [2:0] addr;											
reg [2:0] control_bus;
reg [4:0] state = 5'b00000;									 
assign output_pc = check_branch ? branch : p_c + p_c_val;			
initial 
begin 
branch=0;
p_c_val = 0;
check_branch=0;
load_ram=0;
str=0;
ld=0;
write=0;
enable_alu=0;
en_Memory=0;
wram=0;
en_ram=0;
end
execution_unit EU(.ld(ld),.write(write),.enable_alu(enable_alu),.en_Memory(en_Memory),.addr(addr),.indata(data),.outdata(dataout),.fn_sel(control_bus),.flag_register(flag));
always @(posedge clock)
begin
check_branch <=0;
ld<=0;
write<=0;
enable_alu<=0;
en_Memory <=0;
p_c_val<=0;
wram <= 0;
en_ram <= 0;
branch <= data;
load_ram <= 0;
str <= 0;
if (state==5'b01111)  
begin
state<=5'b00000;	 
p_c_val<=1;
end 
else if (state==5'b11111)  
begin
check_branch <= 1;
state <= 5'b00000;
end
else if(opcode==4'b0001)  
begin
if (state==5'b00000)
begin
addr <= op1;
en_Memory <= 1;											 
state <= 5'b00001;
end 
else if (state==5'b00001)
begin
addr <=op2;
en_Memory <= 1;					
write <= 1;											
state <= 5'b01111;										 
end
end
else if (opcode==4'b0010)  
begin
if (state==5'b00000)
begin
addr <= op1;
ld <= 1;				 
en_Memory <= 1;
write <= 1;
state <= 5'b01111;
end
end
else if (opcode==4'b0011)  
begin
if (state==5'b00000)
begin
addr <= op1;
en_Memory <= 1;
state <= 5'b00001;
end 
else if (state==5'b00001)
begin
addr <=3'b000;									 
en_Memory <= 1;
write <= 1;
state <= 5'b00010;
end
else if (state==5'b00010)
begin
addr <= op2;
en_Memory <= 1;
state <= 5'b00011;
end 
else if (state==5'b00011)
begin
addr <=3'b001;									 
en_Memory <= 1;
write <= 1;
state <= 5'b00100;
end
else if (state==5'b00100)
begin
control_bus <= 3'b000;
enable_alu <= 1 ;
state <= 5'b00101;
end
else if (state==5'b00101)
begin
addr <= 3'b000 ;								 
en_Memory <= 1;
state <= 5'b00110;
end
else if (state==5'b00110)
begin
addr <= op3;									 
en_Memory <= 1;
write <= 1;
state <= 5'b01111;
end
end
else if (opcode==4'b0100)  
begin
if (state==5'b00000)
begin
addr <= op1;
en_Memory <= 1;
state <= 5'b00001;
end 
else if (state==5'b00001)
begin
addr <=3'b000;
en_Memory <= 1;
write <= 1;
state <= 5'b00010;
end
else if (state==5'b00010)
begin
addr <= op2;
en_Memory <= 1;
state <= 5'b00011;
end 
else if (state==5'b00011)
begin
addr <=3'b001;
en_Memory <= 1;
write <= 1;
state <= 5'b00100;
end
else if (state==5'b00100)
begin
control_bus <= 3'b001;
enable_alu <= 1 ;
state <= 5'b00101;
end
else if (state==5'b00101)
begin
addr <= 3'b000 ;
en_Memory <= 1;
state <= 5'b00110;
end
else if (state==5'b00110)
begin
addr <= op3;
en_Memory <= 1;
write <= 1;
state <= 5'b01111;
end
end
else if (opcode==4'b0101)  
begin
if (state==5'b00000)
begin
addr <= op1;
en_Memory <= 1;
state <= 5'b00001;
end 
else if (state==5'b00001)
begin
addr <=3'b000;
en_Memory <= 1;
write <= 1;
state <= 5'b00010;
end
else if (state==5'b00010)
begin
addr <= op2;
en_Memory <= 1;
state <= 5'b00011;
end 
else if (state==5'b00011)
begin
addr <=3'b001;
en_Memory <= 1;
write <= 1;
state <= 5'b00100;
end
else if (state==5'b00100)
begin
control_bus <= 3'b010;
enable_alu <= 1 ;
state <= 5'b00101;
end
else if (state==5'b00101)
begin
addr <= 3'b000 ;
en_Memory <= 1;
state <= 5'b00110;
end
else if (state==5'b00110)
begin
addr <= op3;
en_Memory <= 1;
write <= 1;
state <= 5'b01111;
end
end
else if (opcode==4'b0110)  
begin
if (state==5'b00000)
begin
addr <= op1;
en_Memory <= 1;
state <= 5'b00001;
end 
else if (state==5'b00001)
begin
addr <=3'b000;
en_Memory <= 1;
write <= 1;
state <= 5'b00010;
end
else if (state==5'b00010)
begin
addr <= op2;
en_Memory <= 1;
state <= 5'b00011;
end 
else if (state==5'b00011)
begin
addr <=3'b001;
en_Memory <= 1;
write <= 1;
state <= 5'b00100;
end
else if (state==5'b00100)
begin
control_bus <= 3'b011;
enable_alu <= 1 ;
state <= 5'b00101;
end
else if (state==5'b00101)
begin
addr <= 3'b000 ;
en_Memory <= 1;
state <= 5'b00110;
end
else if (state==5'b00110)
begin
addr <= op3;
en_Memory <= 1;
write <= 1;
state <= 5'b01111;
end
end
else if (opcode==4'b0111)  
begin
if (state==5'b00000)
begin
addr <= op1;
en_Memory <= 1;
state <= 5'b00001;
end 
else if (state==5'b00001)
begin
addr <=3'b000;
en_Memory <= 1;
write <= 1;
state <= 5'b00010;
end
else if (state==5'b00010)
begin
control_bus <= 3'b100;
enable_alu <= 1 ;
state <= 5'b00011;
end
else if (state==5'b00011)
begin
addr <= 3'b000 ;
en_Memory <= 1;
state <= 5'b00100;
end
else if (state==5'b00100)
begin
addr <= op1;
en_Memory <= 1;
write <= 1;
state <= 5'b01111;
end
end
else if (opcode==4'b1000)  
begin
if (state==5'b00000)
begin
addr <= op1;
en_Memory <= 1;
state <= 5'b00001;
end 
else if (state==5'b00001)
begin
addr <=3'b000;
en_Memory <= 1;
write <= 1;
state <= 5'b00010;
end
else if (state==5'b00010)
begin
control_bus <= 3'b101;
enable_alu <= 1 ;
state <= 5'b00011;
end
else if (state==5'b00011)
begin
addr <= 3'b000 ;
en_Memory <= 1;
state <= 5'b00100;
end
else if (state==5'b00100)
begin
addr <= op1;
en_Memory <= 1;
write <= 1;
state <= 5'b01111;
end
end
else if (opcode==4'b1001)  
begin
if (state==5'b00000)
begin
addr <= op1;
en_Memory <= 1;
state <= 5'b00001;
end
else if (state==5'b00001)
begin
en_ram <= 1;
wram <= 1;
str <= 1;							 
state <= 5'b01111;
end
end
else if (opcode==4'b1010)  
begin
if (state==5'b00000)
begin
addr <= op1;
en_Memory <= 1;
state <= 5'b00001;
end 
else if (state==5'b00001)
begin
addr <=3'b000;
en_Memory <= 1;
write <= 1;
state <= 5'b00010;
end
else if (state==5'b00010)
begin
addr <= op2;
en_Memory <= 1;
state <= 5'b00011;
end 
else if (state==5'b00011)
begin
addr <=3'b001;
en_Memory <= 1;
write <= 1;
state <= 5'b00100;
end
else if (state==5'b00100)
begin
control_bus <= 3'b110;
enable_alu <= 1 ;
state <= 5'b01111;
end
end
else if (opcode==4'b1011)  
begin
if (state==5'b00000)
begin
if (flag [1])
state <= 5'b11111;							 
else
state <= 5'b01111;							 
end
end
else if (opcode==4'b1100)  
begin
if (state==5'b00000)
begin
if (flag [0])
state <= 5'b11111;
else
state <= 5'b01111;
end
end
else if (opcode==4'b1101)  
begin
if (state==5'b00000)
begin
if (flag [2])
state <= 5'b11111;
else
state <= 5'b01111;
end
end
else if (opcode==4'b1110)  
begin
if (state==5'b00000)
begin
en_ram <= 1;
load_ram <= 1;  						 
state <= 5'b00001;
end
else if (state==5'b00001)
begin
load_ram <= 1;
addr <= op1;
ld <= 1;
en_Memory <= 1;
write <= 1;							 
state <= 5'b01111;
end
end
else if (opcode==4'b1111)  
begin
en_ram <= 1;
wram <= 1;
state <= 5'b01111;
end
end
endmodule
module program_Memory(p_c,instr);
input [7:0] p_c;								 
reg [30:0] p_memory [0:255];					 
output [30:0] instr;
initial begin
p_memory [0] = 31'b0000000000000001100100000000010;	 
p_memory [1] = 31'b0000000000000010001000000000010;	 
p_memory [2] = 31'b0000000000000000001000100100011;   
p_memory [3] = 31'b0000000000000001100100000000010;	 
p_memory [4] = 31'b0000000000000001001000000000010;	 
p_memory [5] = 31'b0000000000000000000101000100100;   
p_memory [6] = 31'b0000000000000001010100000000010;	 
p_memory [7] = 31'b0000000000000000111000000000010;	 
p_memory [8] = 31'b0000000000000000000101000100101;   
p_memory [9] = 31'b0000000000000001100100000000010;	 
p_memory [10] = 31'b0000000000000000111000000000010;	 
p_memory [11] = 31'b0000000000000000000101000100110;   
p_memory [12] = 31'b0000000000011001100100000000010;	 
p_memory [13] = 31'b0000000000000000000100000000111;	 
p_memory [14] = 31'b0000000000011001100100000000010;	 
p_memory [15] = 31'b0000000000000000000100000001000;	 
p_memory [16] = 31'b0000000000000001100100000000010;	 
p_memory [17] = 31'b0000000000000010001000000000010;	 
p_memory [18] = 31'b0000000000000000000101000001010;	 
p_memory [19] = 31'b0000000000000001100100000000010;	 
p_memory [20] = 31'b0000000000000010001000000000010;	 
p_memory [21] = 31'b0000000000000000000010000001011;	       
p_memory [22] = 31'b0000000000011001100100000000010;	 
p_memory [23] = 31'b0000000000000010001000000000010;	 
p_memory [24] = 31'b0000000000000000000010000001100;	        
p_memory [25] = 31'b0000000000011001100100000000010;	 
p_memory [26] = 31'b0000000000000010001000000000010;	 
p_memory [27] = 31'b0000000000000000000010000001101;	        
p_memory [28] = 31'b0000000000011001100100000000010;	 
p_memory [29] = 31'b0000000000000010001000000000010;	 
p_memory [30] = 31'b0000000000000000000010000001110;	         
p_memory [31] = 31'b0000000000011001100100000000010;	 
p_memory [32] = 31'b0000000000000010001000000000010;	 
p_memory [33] = 31'b0000000000000000000010000001111;	         
end         
assign instr = p_memory [p_c];         
endmodule
module main_Memory (enable, Write, Address, Databus, DataOut);
	input Write,enable;
	input [7: 0] Databus;
	input [9: 0] Address;			 
	output reg [7: 0] DataOut;
	reg [7: 0] Memory [0: 1023]; 	 
	always @ (*)
    begin
    if (enable)
    begin
		if (Write) 
		Memory [Address] <= Databus;	 
		else 
        DataOut <= Memory [Address];	 
    end
    end
endmodule
module control_unit(clock,data_out,temp);
input clock;
wire [9:0] ram_ad;
reg [7:0] p_c = 0;
wire [7:0] pfcl,data,ram_out,ram_in,data_eucl;
wire [2:0] op1,op2,op3;
wire [3:0] opcode;
wire [30:0] instr;
wire en_ram,ram_w,str,load_ram;
output [7:0] data_out,temp;
assign ram_in = str ? data_out : data;  	     
assign data_eucl = load_ram ? ram_out : data; 	 
program_Memory PM(.p_c(pfcl),.instr(instr));
instruction_decoder IDE(.instructions(instr),.op1(op1),.op2(op2),.op3(op3),.data(data),.opcode(opcode),.ram_address(ram_ad));
eucl EUCL(.clock(clock),.op1(op1),.op2(op2),.op3(op3),.data(data_eucl),.opcode(opcode),.dataout(data_out),.p_c(p_c),.output_pc(pfcl),.en_ram(en_ram),.wram(ram_w),.str(str),.load_ram(load_ram));
main_Memory RAM(.enable(en_ram),.Write(ram_w),.Address(ram_ad),.Databus(ram_in),.DataOut(ram_out));
always @(posedge clock)
begin
p_c <= pfcl;
end
endmodule
```

## flow/run.sh

```bash
#!/bin/bash
# OpenROAD 26Q1-2900-gdf79404cd8, Yosys 0.63+post, stock flow scripts
make -C /OpenROAD-flow-scripts/flow DESIGN_CONFIG=/design/flow/config.mk WORK_HOME=/design/flow/orfs finish
```

## flow/config.mk

```make
export PLATFORM = sky130hd
export DESIGN_NAME = control_unit
export DESIGN_NICKNAME = control_unit
export VERILOG_FILES = /design/flow/design.v
export SDC_FILE = /design/flow/constraint.sdc
export NUM_CORES = 4
export LEC_CHECK = 1
export CORE_UTILIZATION = 50
export SYNTH_MEMORY_MAX_BITS = 65536
```

## flow/constraint.sdc

```tcl
current_design control_unit

set clk_period 9.8
set clk_io_pct 0.2

create_clock -name clk0 -period $clk_period [get_ports {clock}]

set non_clock_inputs [all_inputs -no_clocks]
set_input_delay [expr $clk_period * $clk_io_pct] -clock clk0 $non_clock_inputs
set_output_delay [expr $clk_period * $clk_io_pct] -clock clk0 [all_outputs]
```

==> results.yml <==
# synthesis and place-and-route metrics
global_route:
  gr-usage-all-layers: 0.312
  number_of_antenna_violations_at_the_first_check_in_global_routing: 0
  grt.overflow.total: 0
  first_global_vias: 5687
  grt_pass1_wl_mm: 31.5
  grt_max_degree: 40
setup_path:
  cp_data_required_time_ps: 9970
  start_point_of_the_critical_path: "p_c[0]$_DFF_P_"
  reg2reg_from: "p_c[0]$_DFF_P_"
  critical_setup_path_class: "flop to flop"
  cp-end-kind: "flop"
  sort_of_element_at_the_start_of_the_critical_path: "flop"
  cp.arrival_ps: 4520
  biggest_fanout_along_the_worst_timing_path: 8
synthesis:
  post_synth_mux_area_share: 0.0283
  netlist_top_cells_area: "sky130_fd_sc_hd__dlxtn_1 17%, sky130_fd_sc_hd__dfxtp_1 10%, sky130_fd_sc_hd__ha_1 7.3%"
  yosysCellCount: 843
  synthCells: 843
  ys_sh_simple: 0.200
  synth-xor-area-share: 0.0364
  netlist_area_sq_um: 6530
  postSynth.topFlopCell: "sky130_fd_sc_hd__dlxtn_1"
  synth_adder_area_share: 0.0820
  edf_count: 3
  ys_async_sr_fraction: 0
  avgSynthCellArea_sq_um: 7.75
  synth.top_cell.area_share: 0.170
  yosys_warn_count: 169
  synth.logic.top_family: "AND-OR/OR-AND gates"
  ys.flops: 112
  synth.cellmix.compoundShare: 0.295
  synth.largest_area_cell: "sky130_fd_sc_hd__dlxtn_1"
  synth_cell_types: 94
  yosys-stat-area_sq_um: 6530
hold_path:
  min_path_type: "flop to flop"
  worstHoldStart: "EUCL.state[3]$_SDFFE_PP0P_"
run:
  warning_count: 52
  max_cap_violations: 0
clocking:
  cell_at_the_root_of_the_clock_tree: "sky130_fd_sc_hd__clkbuf_16"
  cts_setup_buffers: 0
  clock_buffer_count_from_cts: 5
  tritoncts_clock_tree: "done"
  ctsHtreeMaxLevel: 2
  clkSlewWorstSetupHoldPaths_ps: 60
  worstSkewPairLatency_ps: 290
  cts_hold_buffers: 0
  cts.repair.resized: 0
  clockBufferDepth: 2
final_timing:
  fin_hold_ws_ps: 488
  slew_violations: 0
  final.min_clock_period_ps: 4350
  untimed_endpoints: 83
  finalSetupViolCount: 0
  timing_hold_violations_final: 0
  unclocked_pins: 75
  timing.clock.skew_ps: 8.98
  worst-slew-pin-transition_ps: 886
  layout_worst_path_cycle_share: 0.443
  peak_freq_ghz: 0.230
  timing.slew.headroom: 0.409
  unrepaired_setup_endpoints_after_global_routing: "false"
  tns_ps: 0
placement:
  place.detailed.hpwl_mm: 15.3
  port_buffers: 8
  placedInstanceArea_sq_um: 6650
  routability_driven_placement_congestion_ratio: 0.979
floorplanning:
  ioPinCount: 17
  dieArea_sq_um: 13500
  die_width_um: 116
  floorplan.core_area_sq_um: 12700
  fp-row-count: 41
  die_h_um: 116
  floorplanUtilization: 0.516
drt:
  num_antenna_cells: 0
  drtIter0Drc: 526
  final_antenna_violating_net_count: 0
  route.vias.total: 6218
  totalWireLength_mm: 19.9
  drtPass1Iterations: 6
  route.detailed.drc: 0
  post_drt_via_cell_ratio: 6.24
  route.detailed.wl_per_inst_um: 20.0
finish:
  area_growth_pct: 4.42
  area.combinational_sq_um: 4230
  post_route_cells_drive_above_1_share: 0.0716
  flop_area_sq_um: 1900
  fillCellCount: 1190
  design_area_sq_um: 6820
  final_core_util: 0.538
power:
  p_leak_nw: 2.77
  worst_ir_drop_vdd_mv: 0.0703
  final_total_pwr_mw: 0.346
  cellPowerDensity_nw_per_um2: 50.7
run_status:
  outcome: "complete, no violations"
synth_stat cells, types with 6 or more instances:
cell type and instances:
sky130_fd_sc_hd__nand2_1 87, sky130_fd_sc_hd__a21oi_1 74, sky130_fd_sc_hd__dlxtn_1 74, sky130_fd_sc_hd__nor2_1 74
sky130_fd_sc_hd__o21ai_0 52, sky130_fd_sc_hd__ha_1 38, sky130_fd_sc_hd__inv_1 35, sky130_fd_sc_hd__dfxtp_1 34
sky130_fd_sc_hd__clkbuf_1 26, sky130_fd_sc_hd__nor3_1 18, sky130_fd_sc_hd__xnor2_1 16, sky130_fd_sc_hd__a31oi_1 15
sky130_fd_sc_hd__o22ai_1 14, sky130_fd_sc_hd__nand3_1 13, sky130_fd_sc_hd__a22oi_1 12, sky130_fd_sc_hd__mux2_2 12
sky130_fd_sc_hd__nand2b_1 12, sky130_fd_sc_hd__o211ai_1 12, sky130_fd_sc_hd__buf_2 11, sky130_fd_sc_hd__buf_4 10
sky130_fd_sc_hd__and2_1 9, sky130_fd_sc_hd__a21o_1 8, sky130_fd_sc_hd__nor4_1 8, sky130_fd_sc_hd__o2111ai_1 8
sky130_fd_sc_hd__o21bai_1 8, sky130_fd_sc_hd__o221ai_1 8, sky130_fd_sc_hd__xor2_1 8, sky130_fd_sc_hd__a221oi_1 7
sky130_fd_sc_hd__nor2b_1 7, sky130_fd_sc_hd__o31ai_1 7, sky130_fd_sc_hd__nand4_1 6
through the flow:
stage | cells | setup slack [ps]
6_report | 996 | 5450
5_1_grt | 996 | 5180
4_1_cts | 996 | 5500
3_5_place_dp | 988 | 5520
3_3_place_gp | 988 | 5620
2_1_floorplan | 851 | 5730
power by group:
group / switching [mW] / internal (mW) / leakage (nW)
Sequential: 0.000951 / 0.153 / 0.892
Clock: 0.0706 / 0.121 / 0.0800
Combinational: 0.000253 / 0.000279 / 1.79
Total: 0.0718 / 0.274 / 2.77
flip-flops by register name (all words and copies together) (netlist names), 3 cells and up:
| signal | count |
|---|---|
| EUCL.EU.Memory | 48 |
| EUCL.EU.mem_value | 8 |
| RAM.DataOut | 8 |
| RAM.Memory | 8 |
| EUCL.control_bus | 7 |
| EUCL.branch | 6 |
| p_c | 6 |
| EUCL.state | 5 |
| EUCL.EU.flag_register | 3 |
| EUCL.addr | 3 |
cell usage in the layout, fill, tap and decap left out, types with 6 or more instances in the layout:
| cell | instances |
|---|---|
| sky130_fd_sc_hd__nor2b_1 | 7 |
| sky130_fd_sc_hd__o22ai_1 | 14 |
| sky130_fd_sc_hd__ha_1 | 38 |
| sky130_fd_sc_hd__a221oi_1 | 7 |
| sky130_fd_sc_hd__a22oi_1 | 12 |
| sky130_fd_sc_hd__o21bai_1 | 8 |
| sky130_fd_sc_hd__a21o_1 | 8 |
| sky130_fd_sc_hd__nand2b_1 | 12 |
| sky130_fd_sc_hd__inv_1 | 35 |
| sky130_fd_sc_hd__dlxtn_1 | 74 |
| sky130_fd_sc_hd__conb_1 | 9 |
| sky130_fd_sc_hd__nor4_1 | 8 |
| sky130_fd_sc_hd__nor3_1 | 18 |
| sky130_fd_sc_hd__nand2_1 | 87 |
| sky130_fd_sc_hd__clkdlybuf4s50_1 | 8 |
| sky130_fd_sc_hd__o21ai_0 | 52 |
| sky130_fd_sc_hd__a31oi_1 | 15 |
| sky130_fd_sc_hd__o31ai_1 | 7 |
| sky130_fd_sc_hd__dfxtp_1 | 34 |
| sky130_fd_sc_hd__xor2_1 | 8 |
| sky130_fd_sc_hd__o2111ai_1 | 8 |
| sky130_fd_sc_hd__and2_1 | 9 |
| sky130_fd_sc_hd__xnor2_1 | 16 |
| sky130_fd_sc_hd__mux2_2 | 12 |
| sky130_fd_sc_hd__nand3_1 | 13 |
| sky130_fd_sc_hd__a21oi_1 | 74 |
| sky130_fd_sc_hd__nor2_1 | 74 |
| sky130_fd_sc_hd__o221ai_1 | 8 |
| sky130_fd_sc_hd__o211ai_1 | 12 |
| sky130_fd_sc_hd__nand4_1 | 6 |
| sky130_fd_sc_hd__buf_4 | 10 |
per-layer routing:
layer / up-vias / routed length, um / track usage
met3: 40 / 1520 / 0.0497
met4: 0 / 510 / 0.0684
li1: 3000 / - / -
met5: - / 0 / 0
met2: 291 / 8430 / 0.455
met1: 2887 / 9430 / 0.495
worst max-delay path, cell delays in order, from the launching register on:
cell	delay [ps]
sky130_fd_sc_hd__dfxtp_1	300
sky130_fd_sc_hd__ha_1	220
sky130_fd_sc_hd__ha_1	270
sky130_fd_sc_hd__mux2_2	310
sky130_fd_sc_hd__ha_1	300
sky130_fd_sc_hd__mux2_2	300
sky130_fd_sc_hd__a22oi_1	180
sky130_fd_sc_hd__o211ai_1	120
sky130_fd_sc_hd__a221oi_2	450
sky130_fd_sc_hd__o31a_1	310
sky130_fd_sc_hd__and2_0	390
sky130_fd_sc_hd__nand2_1	280
sky130_fd_sc_hd__nand3_2	240
sky130_fd_sc_hd__o22ai_1	150
sky130_fd_sc_hd__nor3_1	270
sky130_fd_sc_hd__a31oi_1	120
path summary, 6_finish.rpt:
check / endpoint / slack (ps) / depth (start not counted)
min: EUCL.state[3]$_SDFFE_PP0P_ / 490 / 2
min reg2reg: EUCL.state[3]$_SDFFE_PP0P_ / 490 / 2
max reg2reg: EUCL.control_bus[2]$_DFF_P_ / 5450 / 15
max: EUCL.control_bus[2]$_DFF_P_ / 5450 / 15
cell type report:
type | instances | share of cell area
inverter | 42 | 0.0231
timing repair buffer | 18 | 0.0227
sequential | 112 | 0.278
multi-input combinational | 644 | 0.619
clock inverter | 3 | 0.00679
tap | 172 | 0.0315
clock buffer | 5 | 0.0183
cell families (layout without fill, tap and decap cells):
kind of cell             after synthesis  after routing
AND-OR/OR-AND                        282            282
adder cells (fa/ha/maj)               41             41
buffers and inverters                 95             68
multiplexers                          17             17
other                                  1              9
AND/OR/NAND/NOR                      270            270
flip-flops                            37             37
latches                               75             75
XOR/XNOR                              25             25
Power and IR drop assume default switching activity.
